### flow/run.sh
#!/bin/bash
# OpenROAD 26Q1-2900-gdf79404cd8, Yosys 0.63+post, stock flow scripts
make -C /OpenROAD-flow-scripts/flow DESIGN_CONFIG=/design/flow/config.mk WORK_HOME=/design/flow/orfs finish
### flow/config.mk
export PLATFORM = sky130hd
export DESIGN_NAME = main
export DESIGN_NICKNAME = main
export VERILOG_FILES = /design/flow/design.v
export SDC_FILE = /design/flow/constraint.sdc
export NUM_CORES = 4
export LEC_CHECK = 1
export CORE_UTILIZATION = 30
### flow/constraint.sdc
current_design main

set clk_period 3.4
set clk_io_pct 0.2

create_clock -name clk0 -period $clk_period [get_ports {clk}]

set non_clock_inputs [all_inputs -no_clocks]
set_input_delay [expr $clk_period * $clk_io_pct] -clock clk0 $non_clock_inputs
set_output_delay [expr $clk_period * $clk_io_pct] -clock clk0 [all_outputs]
### flow/design.v
module debounce(
				input clk,
				input rst,
				input[7:0] key_i,
				output reg[7:0]key_p
				);
reg[14:0]cnt;
reg state;
reg [7:0]p;
reg [7:0]p_pre;
always@(posedge clk or posedge rst)
if(rst)begin
p<=8'b0;
p_pre<=8'b0;
end
else
begin
p<=key_i;
p_pre<=p;
end
always@(posedge clk or posedge rst)
begin
	if(rst)state<=0;
	else begin
	if(p!=p_pre)
	state<=1;
	else state<=0;
	end
end
always@(posedge clk or posedge rst)
begin
	if(rst)begin
	cnt=0;
	end
	else begin
	if(state)
	cnt=0;
	else cnt=cnt+1;
	end
end
always@(posedge clk or posedge rst)
begin 
	if(rst)begin
	key_p=8'b0;
	end
	else if(cnt==15'h7fff)
	key_p=key_i;
	else key_p=key_p;
end
endmodule
module dotMatrix(input clk,
				input rst,
				input[2:0] value_input, 
				input[1:0] tone_input, 
				input state,
				input[2:0]value_play,
				input[1:0]tone_play,
				output reg[7:0] row, 
				output reg[7:0] line_r, 
				output reg[7:0] line_g 
				);
reg[2:0]curRow;
reg [2:0]value;
reg [1:0]tone;
always@(posedge clk or posedge rst)
if(rst)begin
	value=3'b000;
	tone=2'b00;
	end
else if(state)begin
	value=value_play;
	tone=tone_play;
	end
	else begin
	value=value_input;
	tone=tone_input;
	end
always@(posedge clk or posedge rst)
if(rst) curRow<=3'b001;
else if(curRow==7)curRow<=1;
		else curRow<=curRow+1;
task shine;
	output reg[7:0]r;
	output reg[7:0]g;
	output reg[7:0]row;
	input [1:0]tone;
	input [2:0]rowin;
	input [2:0]value;
	reg [7:0]temp;
	begin
	case (rowin) 
	3'b001:{row,temp}={8'b11111110,8'b11111110};
	3'b010:{row,temp}={8'b11111101,8'b01111110};
	3'b011:{row,temp}={8'b11111011,8'b00111110};
	3'b100:{row,temp}={8'b11110111,8'b00011110};
	3'b101:{row,temp}={8'b11101111,8'b00001110};
	3'b110:{row,temp}={8'b11011111,8'b00000110};
	3'b111:{row,temp}={8'b10111111,8'b00000010};
	default:{row,temp}={8'b10000000,8'b11111110};
	endcase
	case(value)
	3'b001:temp[7] =0;
	3'b010:temp[6] =0;
	3'b011:temp[5] =0;
	3'b100:temp[4] =0;
	3'b101:temp[3] =0;
	3'b110:temp[2] =0;
	3'b111:temp[1] =0;
	endcase
	if(tone==2'b00)begin 
		g=temp;
		r=0;
		end
		else if(tone==2'b11)begin
			g=temp;
			r=temp;
			end
			else begin
				g=0;
				r=temp;
				end
	end
endtask
always@(posedge clk or posedge rst)
	if(rst)begin
		row=8'b11111111;
		line_r=8'b00000000;
		line_g=8'b00000000;
	end
	else shine(line_r,line_g,row,tone,curRow,value);
endmodule
module freq(input clk,
			input rst,
			input [2:0]value_input, 
			input [1:0]tone_input, 
			input state, 
			input [2:0]value_play, 
			input [1:0]tone_play, 
			output reg beep		
			);
reg[12:0]uplimit; 
reg[12:0]counter; 
reg [2:0]value; 
reg[1:0]tone;
always@(posedge clk or posedge rst)
if(rst)begin
value=3'b0;
tone=2'b0;
end
else if(state)begin
value=value_play;
tone=tone_play;
end
else begin
value=value_input;
tone=tone_input;
end
always@(posedge clk or posedge rst)
if(rst)begin
	uplimit=0;
	counter=0;
	beep=0;
end
else begin
	case(value) 
	3'b001:uplimit=13'd956;
	3'b010:uplimit=13'd851;
	3'b011:uplimit=13'd758;
	3'b100:uplimit=13'd716;
	3'b101:uplimit=13'd638;
	3'b110:uplimit=13'd568;
	3'b111:uplimit=13'd506;
	default:uplimit=12'd0;
	endcase
	if(value==3'b000)beep=0;
	else begin
		if(tone==2'b11);
		else begin
			if(tone!=2'b00)uplimit=uplimit+uplimit; 
			else begin
			case(value)
				3'b001:uplimit=12'd3822;
				3'b010:uplimit=12'd3405;
				3'b011:uplimit=12'd3034;
				3'b100:uplimit=12'd2863;
				3'b101:uplimit=12'd2551;
				3'b110:uplimit=12'd2273;
				3'b111:uplimit=12'd2025;
				default:uplimit=12'd0;
			endcase
			end
		end
	end
	if (counter==uplimit)begin 
	counter=0;
	beep=~beep;
	end
	else counter=counter+1;
end
endmodule
module main(input clk,
			input [7:0]btn,
			input [7:0]key,
			output [7:0]row,
			output [7:0]line_g,
			output [7:0]line_r,
			output beep,
			output [7:0]seg,
			output [7:0]ds
			);
wire [7:0]keyPress;
reg [2:0]value;
wire [1:0]tone;
assign tone={key[0],key[1]};
always @(posedge clk or posedge btn[0])
if(btn[0])value=3'b000;
else begin
	case (keyPress)
	8'b00000000:value=3'b000;
	8'b10000000:value=3'b001;
	8'b01000000:value=3'b010;
	8'b00100000:value=3'b011;
	8'b00010000:value=3'b100;
	8'b00001000:value=3'b101;
	8'b00000100:value=3'b110;
	8'b00000010:value=3'b111;
	default:value=3'b000;
	endcase
end
reg [2:0]value_play;
reg [1:0]tone_play;
wire [2:0] value_record;
wire[1:0] tone_record;
wire [2:0]value_preset;
wire[1:0]tone_preset;
always@(posedge clk or posedge btn[0])
if(btn[0])begin
	value_play=0;
	tone_play=0;
	end
else 
	if(!key[2]);else 
	if(key[5])begin
		value_play=value_preset;
		tone_play=tone_preset;
		end
		else if(key[6])begin
		value_play=value_record;
		tone_play=tone_record;
		end
dotMatrix  u1 (                               
                  .clk(clk),
                  .rst(btn[0]),
                  .value_input(value),
                  .tone_input(tone),
				  .state(key[2]),
				  .value_play(value_play),
				  .tone_play(tone_play),
				  .row(row),
				  .line_g(line_g),
				  .line_r(line_r)
                  );
freq u2(
			.clk(clk),
			.rst(btn[0]),
			.value_input(value),
			.tone_input(tone),
			.value_play(value_play),
			.tone_play(tone_play),
			.state(key[2]),
			.beep(beep)
		);
debounce u3(
				.clk(clk),
				.rst(btn[0]),
				.key_p(keyPress),
				.key_i(btn)
			);
play u4(
				.clk(clk),
				.rst(btn[0]),
				.value_out(value_preset),
				.tone_out(tone_preset)
			);
record u5(
				.clk(clk),
				.rst(btn[0]),
				.value_in(value),
				.tone_in(tone),
				.play(key[6]),
				.record(key[3]),
				.value_out(value_record),
				.tone_out(tone_record)
			);
tube u6(
			.clk(clk),
			.rst(btn[0]),
			.seg(seg),
			.ds(ds),
			.state(key[2]),
			.value_input(value),
			.value_play(value_play)
		);
endmodule
module play(
			input clk,
			input rst,
			output reg[2:0]value_out,
			output reg[1:0]tone_out
			);
parameter N=19;
reg[2:0]music_value[N-1:0];
reg[1:0]music_tone[N-1:0];
always@(posedge clk or posedge rst)
begin 
if(rst)begin
	music_value[0]=3'b011;
	music_value[1]=3'b010;
	music_value[2]=3'b011;
	music_value[3]=3'b010;
	music_value[4]=3'b011;
	music_value[5]=3'b111;
	music_value[6]=3'b010;
	music_value[7]=3'b001;
	music_value[8]=3'b110;
	music_value[9]=3'b000;
	music_value[10]=3'b001;
	music_value[11]=3'b011;
	music_value[12]=3'b110;
	music_value[13]=3'b111;
	music_value[14]=3'b000;
	music_value[15]=3'b011;
	music_value[16]=3'b110;
	music_value[17]=3'b111;
	music_value[18]=3'b001;
	music_tone[0]=2'b11;
	music_tone[1]=2'b11;
	music_tone[2]=2'b11;
	music_tone[3]=2'b11;
	music_tone[4]=2'b11;
	music_tone[5]=2'b10;
	music_tone[6]=2'b11;
	music_tone[7]=2'b11;
	music_tone[8]=2'b10;
	music_tone[9]=2'b10;
	music_tone[10]=2'b10;
	music_tone[11]=2'b10;
	music_tone[12]=2'b10;
	music_tone[13]=2'b10;
	music_tone[14]=2'b10;
	music_tone[15]=2'b10;
	music_tone[16]=2'b10;
	music_tone[17]=2'b10;
	music_tone[18]=2'b11;
	end
	else;
end
reg [17:0]cnt_pre;
always@(posedge clk or posedge rst)
begin
	if(rst)cnt_pre=0;
	else cnt_pre=cnt_pre+1;
end
reg [5:0]cur;
always@(posedge clk or posedge rst)
if(rst)cur=0;
else if(cur==N)cur=0;
else if(cnt_pre==18'h3ffff)
cur=cur+1;
else;
always@(posedge clk or posedge rst)
if(rst)begin
value_out=3'b000;
tone_out=2'b00;
end
else begin
tone_out=music_tone[cur];
value_out=music_value[cur];
end
endmodule
module record(
				input record,
				input play,
				input [2:0]value_in,
				input [1:0]tone_in,
				output reg[2:0]value_out,
				output reg[1:0]tone_out,
				input clk,
				input rst
				);
parameter N=2;
reg [2:0]value_record[N:0];
reg [1:0]tone_record[N:0];
reg [6:0]num;
wire rise_value;
wire fall_value;
reg [2:0]value_pre;
reg [2:0]value;
wire rise_key;
wire fall_key;
reg key_pre;
reg key;
reg [6:0]valuenum;
always@(posedge clk or posedge rst)
if(rst)begin
	value_pre<=3'b000;
	value<=3'b000;
	end
else begin
	value<=value_in;
	value_pre<=value;
	end
always@(posedge clk or posedge rst)
if(rst)begin
	key_pre<=0;
	key<=0;
	end
else begin
	key_pre<=key;
	key<=record;
	end
assign rise_key=(~key_pre)&key;
assign fall_key=(~key)&key_pre;
always@(posedge clk or posedge rst)
if(rst)valuenum=0;
else if(fall_key)valuenum=num;
else;
assign rise_value=(~(|value_pre))&(|value); 
assign fall_value=(|value_pre)&(~(|value)); 
always@(posedge clk or posedge rst)
if(rst)begin
	num=0;
	end
else if(record)begin
		if(fall_value)num=num+1;
		else if(rise_value)begin
		value_record[num]=value_in;
		tone_record[num]=tone_in;
		end
	end
	else ;
reg [17:0]cnt_pre;
always@(posedge clk or posedge rst)
begin
	if(rst)cnt_pre=0;
	else cnt_pre=cnt_pre+1;
end
reg[6:0]cur;
always@(posedge clk or posedge rst)
if(rst)cur=0;
else if(cur==valuenum)cur=0;
else if(cnt_pre==18'h3ffff)
cur=cur+1;
else;
always@(posedge clk or posedge rst)
if(rst)begin
value_out=3'b000;
tone_out=2'b00;
end
else if(play)begin
value_out=value_record[cur];
tone_out=tone_record[cur];
end
else;
endmodule	
module tube(
			input [2:0]value_input,
			input clk,
			input rst,
			output reg[7:0]ds,
			output reg[7:0]seg,
			input state,
			input [2:0]value_play
			);
reg [2:0]value;
always@(posedge clk or posedge rst)
if(rst)value=3'b000;
else if(state)value=value_play;
else value=value_input;
task shownum;
	input [2:0]value;
	output [7:0]seg;
	begin
	case (value)
	3'b000:seg=8'b00000000;
	3'b001:seg=8'b00000110;
	3'b010:seg=8'b01011011;
	3'b011:seg=8'b01001111;
	3'b100:seg=8'b01100110;
	3'b101:seg=8'b01101101;
	3'b110:seg=8'b01111101;
	3'b111:seg=8'b00100111;
	default: seg=8'b00000000;
	endcase
	end
endtask
reg [2:0]curtube;
always@(posedge rst or posedge clk)
if(rst)curtube=3'b000;
else curtube=curtube+1;
always@(posedge clk or posedge rst)
if(rst)seg=8'b0;
else shownum(value,seg);
always@(posedge clk or posedge rst)
if(rst)ds=8'b1;
else if(value-1'b1==curtube)ds[curtube]=0;
else ds[curtube]=1'b1;
endmodule
==> impl_metrics.tcl <==
# place-and-route summary
set metrics [dict create \
    rsz0062_at_grt "no" \
    fp.dieW_um 179 \
    syn_inst 841 \
    setup_viol_count_final 0 \
    reg2reg_from "u6.value[0]" \
    lay_top_cells "dfrtp_1 (181), nor2_1 (80), nand2_1 (70)" \
    grtUsageTotal 0.112 \
    ys_sh_mux 0.0437 \
    ys.flops 205 \
    top_logic_kind "simple AND/OR/NAND/NOR gates" \
    tritoncts "done" \
    drv_cap 0 \
    fmax_mhz 318 \
    startpoint "u6.value[0]" \
    worst_slew_pin_slew_ns 0.772 \
    yosys.area_share.aoi 0.0799 \
    initial_core_util 0.307 \
    final_hold_viol_count 0 \
    power_leakage_nw 4.73 \
    grt_antenna_before_repair 2 \
    fillers 3006 \
    syn_area_mm2 0.00944 \
    synthDistinctLibCells 68 \
    die_y_um 179 \
    worst-setup-path-type "flop to flop" \
    synthArstFlopShare 0.927 \
    p_per_area_mw_per_mm2 540 \
    diodes 0 \
    synth-xor-area-share 0.0946 \
    warnings 47 \
    r2r_cells 10 \
    via_per_inst 4.61 \
    detail-route-antenna-nets 0 \
    ys_cells 841 \
    clk_path_buf_depth 3 \
    crit_path_start_kind "flop" \
    routed_wirelength_mm 16.9 \
    tns_ns 0 \
    grt_pass1_wl_mm 29.5 \
    dieArea_mm2 0.0322 \
    clock_latency_ns 0.51 \
    worstSetupEndpointType "flop" \
    timing.critical_path.to "u2.beep" \
    grt-ovfl-total 0 \
    maxUsedRoutingLayer "met5" \
    status "finished clean" \
    ctsRootBufferMaster "clkbuf_16" \
    route.met3.wl_um 841 \
    design_area_mm2 0.0111 \
    drc_errors 0 \
    simple_gate_area_frac 0.151 \
    clk_pin_slew_ns 0.06 \
    portBuffers 51 \
    layout_top_cell "dfrtp_1" \
    cts_buffers 23 \
    ys_sh_adder 0.0424 \
    ir_drop_mv 0.354 \
    ys_area_mm2 0.00944 \
    avgSynthCellArea_um2 11.2 \
    area_delta_synth_final_pct 17.6 \
    ys.flop_type "dfrtp_1" \
    grt_pass1_vias 5904 \
    synth-edff-count 15 \
    place_area_mm2 0.0103 \
    dr_wl_met2_mm 7.42 \
    seq_area_frac_synth 0.552 \
    min_period_ns 3.14 \
    drt-initial-drc-count 325 \
    cts_sinks 205 \
    vias 6025 \
    first_pass_iters 13 \
    grt_max_degree 99 \
    worstPathMaxFanout 14 \
    wire_per_inst_um 12.9 \
    maxSlewViolCount 0 \
    layout-drive-gt1-share 0.113 \
    hp-class "flop to flop" \
    wl_met1_mm 8.24 \
    hpwl_mm 11.4 \
    r2r_setup_slack_ns 0.26 \
    gp_congestion 0.858 \
    reg2reg_to "u2.beep" \
    relSlewSlack 0.485 \
    skew_ns 0.0153 \
    fin_crit_sh 0.924 \
    cp_data_arrival_time_ns 3.57 \
    yosysWarnings 11 \
    core_mm2 0.0307 \
    io_pins 58 \
    worstPathRequired_ns 3.83 \
    std_cell_rows 64 \
    htree_levels 1 \
]
-- layout make-up --
type	instances	area (µm²)	area share
clock buffer	33	653	0.0588
clock inverter	8	114	0.0102
inverter	26	101	0.00912
multi-input combinational	576	3910	0.352
sequential	205	5220	0.470
tap	396	495	0.0446
timing repair buffer	62	618	0.0556
-- repair_timing --
action,4_1_cts,5_1_grt
hold buffers,0,0
setup buffers,0,0
setup endpoints to repair,0,1
gates resized,0,1
-- flip-flops by register name (all words and copies together), names as in the netlist, 6 cells and up, named ones only --
register,cells
u4.cnt_pre,18
u5.cnt_pre,18
u3.cnt,15
u2.counter,13
u5.value_record,9
u3.key_p,8
u3.p,8
u3.p_pre,8
u1.line_g,7
u1.line_r,7
u1.row,7
u5.cur,7
u5.num,7
u5.valuenum,7
u6.seg,7
u4.cur,6
u5.tone_record,6
-- kinds of logic after synthesis --
logic type,after synthesis
multiplexers,37
XOR/XNOR,102
AND-OR/OR-AND,112
flip-flops,205
AND/OR/NAND/NOR,288
other,2
buffers and inverters,63
adder cells (fa/ha/maj),32
-- per-stage QoR --
| step | instances | worst slack [ns] | hold slack [ns] | util | total power [mW] |
|---|---|---|---|---|---|
| 6_report | 1306 | 0.258 | 0.371 | 0.361 | 6.00 |
| 5_1_grt | 1306 | 0.0380 | 0.390 | 0.361 | 6.29 |
| 4_1_cts | 1306 | 0.265 | 0.375 | 0.361 | 6.08 |
| 3_5_place_dp | 1265 | 0.286 | 0.364 | 0.336 | 3.58 |
| 3_3_place_gp | 1265 | 0.281 | 0.357 | 0.336 | 3.57 |
| 2_1_floorplan | 844 | 0.269 | 0.354 | - | 3.33 |
-- layer usage --
layer | track usage | vias up
met4 | 0.0238 | 2
met1 | 0.177 | 2862
met2 | 0.162 | 120
met3 | 0.0233 | 30
met5 | 0 | -
li1 | - | 3011
-- synthesized netlist by cell type (5+ instances only) --
library cell / n / area [µm²]
buf_4: 7 / 52.6
a22oi_1: 7 / 52.6
ha_1: 32 / 400
dfstp_2: 9 / 236
nor4_1: 8 / 50.1
nor2_1: 80 / 300
o22ai_1: 5 / 31.3
nor3_1: 18 / 90.1
o211ai_1: 8 / 60.1
clkbuf_1: 21 / 78.8
xnor2_1: 52 / 455
inv_1: 26 / 97.6
a21oi_1: 17 / 85.1
o21ai_0: 31 / 155
nand2b_1: 5 / 31.3
nand3b_1: 6 / 45.0
nand2_1: 70 / 263
nand3_1: 27 / 135
edfxtp_1: 15 / 450
a22o_1: 8 / 70.1
dfrtp_1: 181 / 4530
nand4_1: 13 / 81.3
or3_1: 7 / 43.8
xor2_1: 50 / 438
and2_1: 8 / 50.1
nor2b_1: 8 / 50.1
and3_1: 20 / 125
mux2_2: 34 / 383
a32oi_1: 5 / 43.8
-- worst max-delay path, cell delays in order, from the launching register on --
cell	delay [ns]
dfrtp_1	0.48
inv_1	0.14
ha_1	0.35
and2b_2	0.32
o22ai_1	0.24
o221a_2	0.23
nand4_1	0.10
or4_4	0.56
nor4_4	0.27
buf_4	0.23
xnor2_1	0.13
-- how the worst min path moves through the flow --
stage / cells after the start / slack [ns] / startpoint / to
global route: 0 / 0.39 / u5.value[0] / u5.value_pre[0]
finish: 0 / 0.37 / u5.value[0] / u5.value_pre[0]
CTS: 0 / 0.38 / u5.value[0] / u5.value_pre[0]
-- report_power, final --
| group | internal, mW | total [mW] | leakage [nW] | switching [mW] |
|---|---|---|---|---|
| registers | 2.63 | 2.80 | 2.54 | 0.176 |
| logic | 0.364 | 0.726 | 1.81 | 0.362 |
| clock network | 1.50 | 2.47 | 0.370 | 0.969 |
| total | 4.49 | 6.00 | 4.73 | 1.51 |
Power figures rest on the tool's default switching activity, not on a simulated workload.
